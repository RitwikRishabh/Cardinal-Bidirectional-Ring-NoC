[flow/run.sh]
#!/bin/bash
# OpenROAD 26Q1-2900-gdf79404cd8, Yosys 0.63+post, stock flow scripts
make -C /OpenROAD-flow-scripts/flow DESIGN_CONFIG=/design/flow/config.mk WORK_HOME=/design/flow/orfs finish
[flow/config.mk]
export PLATFORM = sky130hd
export DESIGN_NAME = cardinal_nic
export DESIGN_NICKNAME = cardinal_nic
export VERILOG_FILES = /design/flow/design.v
export SDC_FILE = /design/flow/constraint.sdc
export NUM_CORES = 4
export LEC_CHECK = 1
export CORE_UTILIZATION = 40
[flow/constraint.sdc]
current_design cardinal_nic

set clk_period 9.5
set clk_io_pct 0.2

create_clock -name clk0 -period $clk_period [get_ports {clk}]

set non_clock_inputs [all_inputs -no_clocks]
set_input_delay [expr $clk_period * $clk_io_pct] -clock clk0 $non_clock_inputs
set_output_delay [expr $clk_period * $clk_io_pct] -clock clk0 [all_outputs]
[flow/design.v]
module cardinal_nic_buffer(
    clk, reset, write_en, read_en, data_in, data_out, status_reg
);
parameter BUFFER_WIDTH = 64;
input clk, reset;  
input write_en;
input read_en;
input [0:BUFFER_WIDTH - 1] data_in;
output reg [0:BUFFER_WIDTH - 1] data_out;
output reg status_reg;  
always @(posedge clk) begin
    if (reset) begin
        status_reg <= 0;
        data_out <= 0;
    end
    else begin
        case ({write_en, read_en, status_reg})
            3'b000: begin
                status_reg <= 0;
                data_out <= 0;
            end
            3'b001: begin
                status_reg <= 1;
                data_out <= data_out;
            end
            3'b010: begin
                status_reg <= 0;
                data_out <= 0;
            end
            3'b011: begin
                status_reg <= 0;
                data_out <= data_out;
            end
            3'b100: begin
                status_reg <= 1;
                data_out <= data_in;
            end
            3'b101: begin
                status_reg <= 1;
                data_out <= data_out;
            end
            3'b110: begin
                status_reg <= 0;
                data_out <= data_in;
            end
            3'b111: begin
                status_reg <= 0;
                data_out <= data_out;
            end
        endcase
    end
end
endmodule
module cardinal_nic #( 
	parameter PACKET_SIZE = 64
)(
    input clk, reset, nicEn, nicWrEn, net_ro, net_polarity, net_si,
    input [1:0] addr,
    input [PACKET_SIZE-1:0] net_di, d_in,
    output reg [PACKET_SIZE-1:0] d_out, net_do,
    output reg net_so, net_ri
);
reg [PACKET_SIZE-1:0] buffer_d_in;  
wire [PACKET_SIZE-1:0] buffer_net_do;  
reg outp_buffer_write_en;
wire outp_status_reg;
reg outp_buffer_read_en;
reg [PACKET_SIZE-1:0] buffer_net_di;  
wire [PACKET_SIZE-1:0] buffer_d_out;  
reg inp_buffer_write_en;
wire inp_status_reg;
reg inp_buffer_read_en;
cardinal_nic_buffer input_channel_buffer(
    .clk(clk), .reset(reset), .write_en(inp_buffer_write_en), .read_en(inp_buffer_read_en),
    .data_in(buffer_net_di), .data_out(buffer_d_out), .status_reg(inp_status_reg)
);
cardinal_nic_buffer output_channel_buffer(
    .clk(clk), .reset(reset), .write_en(outp_buffer_write_en),.read_en(outp_buffer_read_en),
    .data_in(buffer_d_in), .data_out(buffer_net_do), .status_reg(outp_status_reg)
);
always@(*)
begin
  	d_out = 0;
   	buffer_d_in = d_in;
	outp_buffer_write_en = 0;
	inp_buffer_read_en = 0;
	if( nicEn == 1 )
        begin
            if( nicWrEn == 1 ) begin
                if( addr == 2'b10 )outp_buffer_write_en = 1; 
                else outp_buffer_write_en = 0;
            end
            else begin
				if( addr==2'b00 ) begin
                        inp_buffer_read_en = 1;
                        d_out = buffer_d_out;
                end
				else if( addr==2'b01 ) d_out[63] = inp_status_reg;
				else if( addr==2'b11 )  d_out[63] = outp_status_reg;
				else d_out[63] = 1'b0;
            end
        end
    end
 always @(*)
    begin
		net_do = 0;
        net_so = 0;
		outp_buffer_read_en = 0;
        if(reset)
		begin
			net_so = 1'b0;
		end
		else 
		begin
			if( outp_status_reg == 1 && net_ro == 1 ) 
				begin
					if( net_polarity == 1 && buffer_net_do[0] == 0 ) net_so = 1;
					else if(net_polarity == 0 && buffer_net_do[0] == 1) net_so = 1;
					else net_so = 0;
				end
			if( net_so == 1 && net_ro == 1 )
				begin
					outp_buffer_read_en = 0;
					net_do = buffer_net_do;
				end
		end
	end
 always @(*)
    begin
        buffer_net_di = net_di; 
		net_ri = 1;
		if(reset) begin 
			inp_buffer_write_en =0;
			net_ri = 1;
        end
		else begin
        if(inp_status_reg == 1'b1) net_ri = 1'b0;      
        else net_ri = 1'b1;        
        if(inp_status_reg == 0 && net_si == 1 && net_ri == 1 ) inp_buffer_write_en = 1;
        else inp_buffer_write_en = 0;
	  end
    end
endmodule
==> reports/qor.rpt <==
STATUS
-----------------------------------------------------------------------------------------------
Outcome                                                                            finished clean

DIE
-----------------------------------------------------------------------------------------------
Width of the die                                                                         115 um
DIE HEIGHT                                                                               115 um
Number of core rows                                                                          40
Fraction of the core area occupied by cells at floorplan                                  41.8%
Boundary pin count                                                                          267
Core outline area                                                                   12200 sq um
DIE AREA                                                                            13200 sq um

CLOCK TREE
-----------------------------------------------------------------------------------------------
CTS Root Cell                                                                      sky130_fd_sc_hd__clkbuf_16
CTS tree                                                                                  built
Clock Sinks                                                                                 130
Number of buffers created by CTS                                                             17
Insertion delay to the later sink of the worst-skew pair                                 400 ps
Hold Buf Count CTS                                                                            0
Gates resized, CTS repair                                                                     0
H-tree lvl count                                                                              4
Clock input transition at the sequential cells of the worst setup and hold paths          50 ps
Maximum buffer depth of the clock tree                                                        2
Setup repair bufs after CTS                                                                   0

FINAL TIMING
-----------------------------------------------------------------------------------------------
Total negative slack for setup checks                                                      0 ps
Min Clock Period, post-route                                                            5950 ps
Setup repair after global routing missed its margin                                          no
Worst hold slack                                                                         458 ps
Final-report hold violation count                                                             0
Final Max-Slew Violation Tally                                                                0
Worst path setup slack after routing                                                    3550 ps
Relative slew margins                                                                     54.0%
Highest clock frequency the design can meet                                             168 MHz
Final number of setup-violating endpoints                                                     0
Slew at the pin closest to its max-slew limit                                            690 ps
Period utilization                                                                        62.6%
Setup skew after layout                                                                 7.36 ps

FLOW RUN
-----------------------------------------------------------------------------------------------
Maximum capacitance violations                                                                0
Count of warning messages emitted by the tools                                               26

PWR
-----------------------------------------------------------------------------------------------
LEAKAGE                                                                                 2.95 nW
Max IR drop VDD                                                                       0.0944 mV
Power density over the cells                                                        150 nW/um^2

YOSYS
-----------------------------------------------------------------------------------------------
Synthesis-stage register bit count                                                          130
Mapped Cells                                                                                456
Yosys cell count                                                                            456
Synth cell types                                                                             24
Syn Area/Cell                                                                        11.2 sq um
Area of the mapped netlist                                                           5100 sq um
Number of warnings issued by yosys                                                            2
Seq share, synth                                                                          51.0%
Post-synth area from yosys stat                                                      5100 sq um

GLOBAL ROUTE
-----------------------------------------------------------------------------------------------
Vias in the first global route                                                             4391
Top Usage Layer GRT                                                                        met2
Maximum number of pins on one net before global-route repair                                 66
Total grt overflow                                                                            0
Initial antenna violation count                                                               0
First-pass GRT wire length                                                             22800 um
Global Route met3 Usage                                                                   9.87%
Total GRT Usage                                                                           22.6%
Met2 Usage GRT                                                                            35.3%
GR Util met1                                                                              30.5%

PLACE
-----------------------------------------------------------------------------------------------
Number of cells in the design after placement                                               845
Final RePlAce weighted congestion                                                         0.776
Half-perimeter wire length after detailed placement                                     9360 um
Port Buffer Count                                                                           266
Placed inst area                                                                     7800 sq um
Post-Place Worst Slack                                                                  3550 ps

FINISH
-----------------------------------------------------------------------------------------------
Area delta synth->final                                                                   63.3%
Post-layout instance area                                                            8330 sq um
Largest registers                                                                  input_channel_buffer.data_out x64, output_channel_buffer.data_out x64
Non-filler instance count after layout                                                      877
Highest-count cells in the layout ignoring fill and taps                           sky130_fd_sc_hd__clkdlybuf4s50_1, sky130_fd_sc_hd__dfxtp_1, sky130_fd_sc_hd__a32o_1, sky130_fd_sc_hd__a22o_1
Ratio of cells with drive above 1 in the final layout                                     6.91%
Leading cell type in the layout, fill and taps excluded                            sky130_fd_sc_hd__clkdlybuf4s50_1

ROUTE
-----------------------------------------------------------------------------------------------
DR pass1 iterations                                                                           4
Remaining design rule violation count                                                         0
Post-DR vias/cell                                                                          5.17
Antenna-violating nets left                                                                   0
Number of antenna diodes                                                                      0
DR iter-0 viols                                                                             321
Routed length per instance                                                              16.8 um
Vias                                                                                       4531
Post-detailed-routing wire length                                                      14700 um

CRITICAL PATH
-----------------------------------------------------------------------------------------------
CP Launch Point                                                                           reset
Kind of end point of the critical path                                              output port
Critical register-to-register path startpoint                                      output_channel_buffer.status_reg$_SDFF_PP0_
Crit Path Class                                                                    primary input to output port
Type of origin of the critical path                                                primary input
Critical-path maximum fanout                                                                 64
Signal arrival time at the worst endpoint                                               4050 ps
Critical path required time                                                             7600 ps

WORST HOLD PATH
-----------------------------------------------------------------------------------------------
Hold Startpoint                                                                    output_channel_buffer.data_out[47]$_SDFFE_PP0N_
Worst min path class                                                               register to register

## final cells by class
type,instances,area (sq um)
Fill cell,968,3880
Timing Repair Buffer,274,2720
Sequential cell,130,2600
Multi-Input combinational cell,271,2260
Clock buffer,18,439
Tap cell,168,210
Clock inverter,14,92.6
Inverter,2,7.51
## Yosys cell counts
library cell | number | area share [%]
sky130_fd_sc_hd__a22o_1 | 64 | 11
sky130_fd_sc_hd__a32o_1 | 64 | 13
sky130_fd_sc_hd__and2_1 | 63 | 7.7
sky130_fd_sc_hd__and4b_1 | 2 | 0.39
sky130_fd_sc_hd__buf_1 | 6 | 0.44
sky130_fd_sc_hd__buf_2 | 22 | 2.2
sky130_fd_sc_hd__buf_6 | 6 | 1.3
sky130_fd_sc_hd__clkbuf_1 | 18 | 1.3
sky130_fd_sc_hd__clkbuf_2 | 1 | 0.098
sky130_fd_sc_hd__dfxtp_1 | 130 | 51
sky130_fd_sc_hd__inv_1 | 2 | 0.15
sky130_fd_sc_hd__mux2i_1 | 1 | 0.20
sky130_fd_sc_hd__nand3b_1 | 1 | 0.15
sky130_fd_sc_hd__nand4b_1 | 1 | 0.17
sky130_fd_sc_hd__nor2_1 | 2 | 0.15
sky130_fd_sc_hd__nor2_2 | 1 | 0.12
sky130_fd_sc_hd__nor2b_1 | 2 | 0.25
sky130_fd_sc_hd__nor3b_1 | 64 | 9.4
sky130_fd_sc_hd__nor4b_4 | 1 | 0.47
sky130_fd_sc_hd__o21ba_2 | 1 | 0.20
sky130_fd_sc_hd__o21bai_1 | 1 | 0.15
sky130_fd_sc_hd__o22ai_1 | 1 | 0.12
sky130_fd_sc_hd__or3b_2 | 1 | 0.17
sky130_fd_sc_hd__xnor2_2 | 1 | 0.32
## critical path, cell delays in order
cell	delay [ps]
sky130_fd_sc_hd__clkdlybuf4s50_1	620
sky130_fd_sc_hd__nand3b_1	260
sky130_fd_sc_hd__buf_4	330
sky130_fd_sc_hd__nor3b_1	390
sky130_fd_sc_hd__clkdlybuf4s50_1	530
## layer usage
metal | part of all wire (%) | wire, um
met1 | 41 | 6120
met2 | 45 | 6680
met3 | 12 | 1780
met4 | 1.1 | 166
met5 | 0 | 0
## kinds of logic after synthesis
logic type	count (synthesis)	share of synthesized area [%]
flip-flops	130	51.0
multiplexers	1	0.196
AND-OR/OR-AND	131	24.0
XOR/XNOR	1	0.319
buffers and inverters	55	5.49
AND/OR/NAND/NOR	138	19.0
## report_power, final
group          internal [W]  switching (W)  leakage, nW
Sequential         0.000562     0.00000792         1.06
Combinational     0.0000691      0.0000404         1.64
Clock              0.000337       0.000237        0.249
Total              0.000968       0.000285         2.95
## through the flow
step / total power [W] / util [%]
CTS: 0.00127 / 68.2
global placement: 0.000689 / 63.9
detailed placement: 0.000691 / 63.9
floorplan: 0.000620 / -
finish: 0.00125 / 68.2
global route: 0.00131 / 68.2
## path summary, 6_finish.rpt
kind	cells past startpoint	slack (ps)	to
worst max register to register	3	8020	output_channel_buffer.data_out[27]$_SDFFE_PP0N_
worst max-delay path	5	3550	net_do[32]
worst min register to register	1	460	output_channel_buffer.data_out[47]$_SDFFE_PP0N_
worst min-delay path	1	460	output_channel_buffer.data_out[47]$_SDFFE_PP0N_
Power is estimated from default activity; no workload was simulated.
